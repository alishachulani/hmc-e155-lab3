==> flow/constraint.sdc <==
current_design fsm

set clk_period 3.1
set clk_io_pct 0.2

create_clock -name clk0 -period $clk_period [get_ports {clk}]

set non_clock_inputs [all_inputs -no_clocks]
set_input_delay [expr $clk_period * $clk_io_pct] -clock clk0 $non_clock_inputs
set_output_delay [expr $clk_period * $clk_io_pct] -clock clk0 [all_outputs]
==> flow/config.mk <==
export PLATFORM = sky130hd
export DESIGN_NAME = fsm
export DESIGN_NICKNAME = fsm
export VERILOG_FILES = /design/flow/design.v
export SDC_FILE = /design/flow/constraint.sdc
export NUM_CORES = 4
export LEC_CHECK = 1
export CORE_UTILIZATION = 30
==> flow/design.v <==
module top (
        input logic reset,
        input logic [3:0] rows,
        output logic [3:0] cols,
        output logic [6:0] segments,
        output logic power1,
        output logic power2
);
        logic int_osc;
    LSOSC #()
         lf_osc (.CLKLFPU(1'b1), .CLKLFEN(1'b1), .CLKLF(int_osc));
        logic [3:0] val1;
        logic [3:0] val2;
        logic [3:0] sync_rows;
        sync sdut (int_osc, rows, sync_rows);
        fsm inst1 (int_osc, reset, sync_rows, cols, val1, val2);
        multiplexer inst2 (val2, val1, int_osc, reset, segments, power2, power1);
endmodule
module fsm(
        input logic clk,
        input logic reset,
        input logic [3:0] rows,
        output logic [3:0] cols,
        output logic [3:0] val1,
        output logic [3:0] val2
);
        logic [4:0] state, nextState;
        parameter S0 = 5'b00000;
        parameter S1 = 5'b00001;
        parameter S2 = 5'b00010;
        parameter S3 = 5'b00011;
        parameter S4 = 5'b00100;
        parameter S5 = 5'b00101;
        parameter S6 = 5'b00110;
        parameter S7 = 5'b00111;
        parameter S8 = 5'b01000;
        parameter S9 = 5'b01001;
        parameter S10 = 5'b01010;
        parameter S11 = 5'b01011;
        parameter S12 = 5'b01100;
        parameter S13 = 5'b01101;
        parameter S14 = 5'b01110;
        parameter S15 = 5'b01111;
		parameter S16 = 5'b10000;
		parameter S17 = 5'b10001;
		parameter S18 = 5'b10010;
		parameter S19 = 5'b10011;
		parameter S20 = 5'b10100;
        logic [3:0] initialRows;
        logic [3:0] initialCols;
        logic [8:0] counterOn;
        logic [8:0] counterOff;
        logic valid;
        always_ff @(posedge clk)
                if (reset == 0) begin
                        state <= S0;
                end else state <= nextState;
        always_comb
                case (state)
                        S0: nextState <= S12;
						S12: nextState <= S16;
                        S16: nextState <= S1;
                        S1: if (rows == 4'b1111) nextState <= S2;
                                else nextState <= S8;
                        S2: nextState <= S17;
						S17: nextState <= S13;
                        S13: nextState <= S3;
                        S3: if (rows == 4'b1111) nextState <= S4;
                                else nextState <= S8;
                        S4: nextState <= S18;
						S18: nextState <= S14;
                        S14: nextState <= S5;
                        S5: if (rows == 4'b1111) nextState <= S6;
                                else nextState <= S8;
                        S6: nextState <= S19;
						S19: nextState <= S15;
                        S15: nextState <= S7;
                        S7: if (rows == 4'b1111) nextState <= S0;
                                else nextState <= S8;
                        S8: if (rows == 4'b1110 || rows == 4'b1101 || rows == 4'b1011 || rows == 4'b0111) nextState <= S11;
                                else nextState <= S0;
                        S11: nextState <= S20;
						S20: nextState <= S9;
                        S9: if (counterOff == 9'b111111111 && valid) nextState <= S10;
                                else if (counterOff == 9'b111111111 && !valid) nextState <= S0;
                                else nextState <= S9;
                        S10: nextState <= S0;
                        default: nextState <= S0;
                endcase
        always_ff @(posedge clk)
                case (state)
                        S0: cols <= 4'b1110;
                        S2: cols <= 4'b1101;
                        S4: cols <= 4'b1011;
                        S6: cols <= 4'b0111;
                        S8: begin
                                counterOn <= 0;
                                counterOff <= 0;
                                initialRows <= rows;
                                initialCols <= cols;
                                valid <= 0;
								cols <= 4'b0000;
                        end
                        S9: begin
                                if (rows == initialRows) begin  
                                        counterOff <= 0;
                                        if (counterOn == 9'b111111111) begin
                                                if (!valid) begin
                                                        valid <= 1;
                                                end
                                                counterOn <= counterOn;
                                        end else counterOn <= counterOn + 1;
                                end else begin
                                        if (counterOff < 9'b111111111 && rows == 4'b1111) counterOff <= counterOff + 1;
                                        else counterOff <= 0;
                                end
                        end
                        S10: begin
                                val1 <= val2;
                                case ({initialRows, initialCols})
                                        8'b11101110: val2 <= 1;
                                        8'b11101101: val2 <= 2;
                                        8'b11101011: val2 <= 3;
                                        8'b11100111: val2 <= 10;
                                        8'b11011110: val2 <= 4;
                                        8'b11011101: val2 <= 5;
                                        8'b11011011: val2 <= 6;
                                        8'b11010111: val2 <= 11;
                                        8'b10111110: val2 <= 7;
                                        8'b10111101: val2 <= 8;
                                        8'b10111011: val2 <= 9;
                                        8'b10110111: val2 <= 12;
                                        8'b01111110: val2 <= 14;
                                        8'b01111101: val2 <= 0;
                                        8'b01111011: val2 <= 15;
                                        8'b01110111: val2 <= 13;
                                        default: val2 <= val2;
                                endcase
                        end
                endcase
endmodule
module sync (
        input logic clk,
        input logic [3:0] rows,
        output logic [3:0] synch_rows
);
        logic [3:0] n1;
      always_ff @(posedge clk)
        begin
		 n1 <= rows;
		 synch_rows <= n1;
       end
endmodule
module sevenSeg (
        input logic [3:0] switch,
        output logic [6:0] seg
);
        always_comb begin
                case (switch)
                        4'b0000: seg = 7'b0000001;
						4'b0001: seg = 7'b1001111;
						4'b0010: seg = 7'b0010010;
						4'b0011: seg = 7'b0000110;
						4'b0100: seg = 7'b1001100;
						4'b0101: seg = 7'b0100100;
						4'b0110: seg = 7'b0100000;
						4'b0111: seg = 7'b0001111;
						4'b1000: seg = 7'b0000000;
						4'b1001: seg = 7'b0000100;
						4'b1010: seg = 7'b0001000;
						4'b1011: seg = 7'b1100000;
						4'b1100: seg = 7'b0110001;
						4'b1101: seg = 7'b1000010;
						4'b1110: seg = 7'b0110000;
						4'b1111: seg = 7'b0111000;
                endcase
        end
endmodule
module multiplexer(
    input logic [3:0] S1,
    input logic [3:0] S2,
    input logic int_osc,
    input logic reset,
    output logic [6:0] segments,
    output logic power1,
    output logic power2
);
		logic [12:0] counter;
        logic [3:0] S;
		sevenSeg seg (S, segments);
    always_ff @(posedge int_osc) begin
        if (reset == 0)
            counter <= 0;
        else
            counter <= counter + 1;
    end
    always_ff @(posedge int_osc) begin
        if (counter[6] == 0) begin
            power1 <= 1;
            power2 <= 0;
            S <= S1;
        end
        else begin
            power1 <= 0;
            power2 <= 1;
            S <= S2;
        end
    end
endmodule
==> flow/run.sh <==
#!/bin/bash
# OpenROAD 26Q1-2900-gdf79404cd8, Yosys 0.63+post, stock flow scripts
make -C /OpenROAD-flow-scripts/flow DESIGN_CONFIG=/design/flow/config.mk WORK_HOME=/design/flow/orfs finish
==> changes_impl.md <==
### Changed

* Initial DRC Count at 89
* Initial DRT Pass Iterations at 4
* Worst path arrival time at 2.15 ns
* Final min period at 2.182 ns
* Post-CTS Setup Bufs at 0
* Synthesized netlist cell count at 242
* Final Hold Vio Count at 0
* Avg WL per Cell at 11.82 µm
* Top-area cell type share of the netlist area at 43.23%
* Cells in synth_stat.txt at 242
* Diode count at 0
* Dominant register cell: edfxtp_1
* Crit path kind: reg2reg
* CTS sink count at 60
* Tool warnings at 25
* PwrDens at 498.0 mW/mm²
* Synth Register Bits at 60
* Antenna violations before repair at 0
* Startpoint Class: flop
* Fmax at 458.2 MHz
* Synthesis-to-finish area growth at 16.21%
* HP Class: reg2reg
* I/O pin count at 18
* Cells along the critical path: nand2b_1 -> o41ai_2 -> nor3b_1 -> a21boi_0
* Largest net degree at the start of global routing at 22
* Mapped cell area at 0.002709 mm²
* Die span in y at 97.03 µm
* Die ar. at 0.009414 mm²
* Clock H-tree levels at 3
* IO buf count at 17
* Global placer's final weighted congestion at 0.8065
* Post-synth tally of flip-flops with integrated enable at 39
* Reg2reg path depth at 4
* Synth Area per Inst at 11.19 µm²
* Hold WS at 0.4254 ns
* Worst hold path depth at 1
* Share of cells above drive strength 1 at 8.302%
* RSZ-0062 raised after global routing: no
* Num rows at 34
* CP Max Fanout at 11
* Worst Skew at 0.007962 ns
* Crit end category: flop
* CTS buffer count at 9
* Pleak at 1.093 nW
* Max-Cap Viols at 0
* Max-slew violations at 0
* Post-Route WL at 4407 µm
* Top area cell types: edfxtp_1 43%, dfxtp_1 16%, nor2_1 3.9%
* Avg Vias per Cell at 4.796
* Fin util at 36.10%
* Vias in the first global route at 1588
* Clk slew on worst S/H paths at 0.07 ns
* First-pass GRT wire length at 7555 µm
* Total track usage at 9.992%
* Finish-stage setup viols at 0
* CP Data Required Time at 3.07 ns
* Fin crit share at 70.40%
* Max VDD drop at 0.2084 mV
* CTS resizes at 0
* Slowest CP cell: edfxtp_1
* GR Overflow Total at 0
* Clock tree from TritonCTS: built
* Rel. slew slack at 62.07%
* Synth top cells by count: 39 x edfxtp_1, 28 x nor2_1, 21 x dfxtp_1, 15 x and2_1, 15 x nand2_1
* Status: completed
* Share of flip-flops with an asynchronous set or reset at 0%
* R2R Setup Slk at 0.92 ns
* Synth area leader: edfxtp_1
* Max incr delay on CP at 0.57 ns
* Root buf cell: clkbuf_8
* Detail Route Antenna Nets at 0
* Synth Seq Share at 58.75%
* Starting density of the core at 31.06%
* CTS Buffer Depth at 2
* Synth unique cells at 43
* Synth top cell by count: edfxtp_1
* Post-DP HPWL at 2994 µm
* # hold bufs at CTS at 0
* DIE WIDTH at 97.03 µm
* Yosys warning count at 1
* Setup total negative slack at 0 ns
* Core area at 0.008721 mm²
* Vias after detailed routing at 1789
* Power, Total at 1.568 mW
* Worst-Margin Slew at 0.5681 ns
* DR DRC count at 0
* Latency at later pin at 0.33 ns
* YS chip area at 0.002709 mm²
==> layout make-up <==
| type | instances | area, µm² |
|---|---|---|
| Fill cell | 831 | 5573 |
| Sequential cell | 60 | 1592 |
| Multi-Input combinational cell | 165 | 1030 |
| Timing Repair Buffer | 18 | 177.7 |
| Tap cell | 108 | 135.1 |
| Clock buffer | 10 | 127.6 |
| Clock inverter | 6 | 63.81 |
| Inverter | 6 | 22.52 |
==> critical path, delay by kind of cell, from the launching register on <==
family | cells | cell delay, ns
AND/OR/NAND/NOR | 2 | 0.37
AND-OR/OR-AND | 2 | 0.88
flip-flops | 1 | 0.57
==> worst paths after layout <==
| path | start | endpoint |
|---|---|---|
| setup / recovery | initialRows[2]$_DFFE_PP_ | val2[2]$_DFFE_PP_ |
| hold / removal | state[5]$_DFF_P_ | state[1]$_DFF_P_ |
| setup reg to reg | initialRows[2]$_DFFE_PP_ | val2[2]$_DFFE_PP_ |
| hold reg to reg | state[5]$_DFF_P_ | state[1]$_DFF_P_ |
==> placed cells by master (no fill, tap or decap), types with 6 or more instances in the layout <==
cell type / netlist / final
clkbuf_8: 0 / 9
inv_1: 6 / 6
nand3_1: 14 / 14
xnor2_1: 9 / 9
nor2_1: 28 / 28
edfxtp_1: 39 / 39
nand2_1: 15 / 15
o21ai_0: 8 / 8
xor2_1: 12 / 12
dfxtp_1: 21 / 21
and3_1: 11 / 11
a21oi_1: 8 / 8
and2_1: 15 / 15
clkdlybuf4s50_1: 0 / 17
==> cell families after synthesis <==
group / share of synthesized area, %
compound gates: 7.576
flops: 58.75
fa+ha+maj: 1.848
simple gates: 21.80
buf+inv: 3.233
xor+xnor: 6.790
==> metrics by stage <==
step / setup slack, ns / std cells / cell area (µm²)
2_1_floorplan: 1.206 / 242 / 2709
3_3_place_gp: 0.7864 / 357 / 2957
3_5_place_dp: 0.7264 / 357 / 2957
4_1_cts: 0.9164 / 373 / 3148
5_1_grt: 0.6841 / 373 / 3148
6_report: 0.9177 / 373 / 3148
==> sequential cells by signal, indices dropped and copies added (netlist names) <==
| signal | cells |
|---|---|
| state | 21 |
| counterOff | 9 |
| counterOn | 9 |
| cols | 4 |
| initialCols | 4 |
| initialRows | 4 |
| val1 | 4 |
| val2 | 4 |
| valid | 1 |
==> power breakdown <==
group          switching (mW)  total (mW)  internal, mW  leakage, nW
Sequential            0.00821       0.861         0.853        0.512
Clock                   0.297       0.668         0.371       0.0927
Combinational          0.0197      0.0389        0.0193        0.488
==> metal layers <==
layer,routed length [µm],GRT usage (%)
met2,1856,14.57
met4,51,1.033
met5,0,0
met1,2287,15.50
met3,211,3.529
Power and IR drop assume default switching activity.
